$ cat /design/flow/run.sh
#!/bin/bash
# OpenROAD 26Q1-2900-gdf79404cd8, Yosys 0.63+post, stock flow scripts
make -C /OpenROAD-flow-scripts/flow DESIGN_CONFIG=/design/flow/config.mk WORK_HOME=/design/flow/orfs finish
$ cat /design/flow/config.mk
export PLATFORM = sky130hd
export DESIGN_NAME = combShifter
export DESIGN_NICKNAME = combShifter
export VERILOG_FILES = /design/flow/design.v
export SDC_FILE = /design/flow/constraint.sdc
export NUM_CORES = 4
export LEC_CHECK = 1
export CORE_AREA = 10 10 70 70
export DIE_AREA = 0 0 80 80
$ cat /design/flow/constraint.sdc
current_design combShifter

set clk_period 1.0
set clk_io_pct 0.2

create_clock -name clk0 -period $clk_period

set non_clock_inputs [all_inputs -no_clocks]
set_input_delay [expr $clk_period * $clk_io_pct] -clock clk0 $non_clock_inputs
set_output_delay [expr $clk_period * $clk_io_pct] -clock clk0 [all_outputs]
$ cat /design/flow/design.v
module combShifter( Ip, Op, shift_mag);        
    parameter LEN = 8;
    parameter MAX_SHIFT_MAG = 2;
    parameter WRAP_AROUND = 0;
    input bit [0:LEN-1] Ip;  
    output bit [0:LEN-1] Op;  
    input bit [0:(2*MAX_SHIFT_MAG)] shift_mag;  
    logic [0:LEN-1][0:(2*MAX_SHIFT_MAG)]and_out_msb;
    genvar i, j;
    generate
        for(j=0; j<LEN; j=j+1) begin  
            for(i=0; i<(2*MAX_SHIFT_MAG+1); i=i+1) begin  
                if(WRAP_AROUND) begin 
                    assign and_out_msb[j][i] =  ((j-MAX_SHIFT_MAG+i) < 0) ? (Ip[j-MAX_SHIFT_MAG+i+LEN] & shift_mag[i]):  
                                                ((j-MAX_SHIFT_MAG+i) >= LEN) ? (Ip[j-MAX_SHIFT_MAG+i-LEN] & shift_mag[i]):  
                                                (Ip[j-MAX_SHIFT_MAG+i] & shift_mag[i]);  
                end else begin
                    assign and_out_msb[j][i] = ((j-MAX_SHIFT_MAG+i) >= 0) ? (Ip[j-MAX_SHIFT_MAG+i] & shift_mag[i]) : 1'b0;
                end
            end  
        assign Op[j] = |and_out_msb[j];
        end  
    endgenerate
endmodule
==> Implementation_results.wiki <==
== Implementation results ==
{| class="wikitable"
! Metric !! Value
|-
| Total power divided by cell area || 415 nW/um^2
|-
| Final-layout fill cell count || 403
|-
| Complex Gates by Area || 0.744
|-
| Rel. slew slack || 0.807
|-
| First-pass iteration count of the detailed router || 5
|-
| Ordered cell list for the critical path || buf_8 -> a222oi_1 -> nand2_1 -> buf_2
|-
| Maximum vdd drop || 0.0482 mV
|-
| GRT Total Usage || 0.0323
|-
| Area Overhead vs Synth || 178%
|-
| Setup-violating endpoint count in the final report || 4
|-
| DRC marker count from the first detailed-route iteration || approximately 80
|-
| Synth top cell by count || sky130_fd_sc_hd__a22oi_1
|-
| Post-DR vias/cell || between 3 and 4
|-
| Area share of the leading cell type in the synthesized netlist || 0.372
|-
| Simple-gate portion of the synthesized area || 0.140
|-
| Setup repair after global routing missed its margin || true
|-
| Die Span X || 80 um
|-
| Highest clock rate || 931 MHz
|-
| Leading post-synthesis cells by instance count || sky130_fd_sc_hd__a22oi_1 (8), sky130_fd_sc_hd__a222oi_1 (6), sky130_fd_sc_hd__nand2_1 (6)
|-
| Drt wl/cell || 12.4 um
|-
| Ports || 21
|-
| Dominant combinational cell family by area after synthesis || AND-OR/OR-AND gates
|-
| Violations in the final reports || negative setup slack
|-
| Crit path setup slack, layout || -74.4 ps
|-
| Tally of buffers added on design ports || 21
|-
| Chip footprint || ~6400 um^2
|-
| Core Area || 3420 um^2
|-
| Share of the clock period used by the worst path after layout || 1.07
|-
| Largest fanout on the critical path || 7
|-
| Netlist area before placement || 161 um^2
|-
| Total number of placement rows || 21
|-
| Type of the tightest min-delay check || in -> out
|-
| Largest net degree at the start of global routing || 9
|-
| Final critical delay including setup and external delays || 1070 ps
|-
| Antenna cell count || 0
|-
| Run status || complete, but fails checks
|-
| Remaining global-route overflow || 0
|-
| Setup TNS || -188 ps
|-
| Final Routed Wirelength || 1170 um
|-
| CP endpoint kind || output pin
|-
| Pins over their slew limit || 0
|-
| Fraction of final layout cells sized beyond drive strength 1 || 0.604
|-
| Log Warnings || 34
|-
| Final Hold Vio Count || 0
|-
| Data required time at the worst endpoint || 800 ps
|-
| Cell total in the yosys stat output || 23
|-
| Adder Share, Synth || 0
|-
| Routed Antenna Nets || 0
|-
| Post-synth cell types || 5
|-
| Cell family contributing the most delay on the critical path || AND-OR/OR-AND gates
|-
| Transition time at the pin with the least slew margin || ~290 ps
|-
| Crit path largest cell delay || about 340 ps
|-
| Hold slack || approximately 690 ps
|-
| Syn_area_per_cell || 7.02 um^2
|-
| Yosys synthesis warning count || 3
|-
| Drt drc || 0
|-
| Post-synthesis chip area from yosys || 161 um^2
|-
| Antenna violations before repair || 0
|-
| FP Util || 0.0473
|-
| Type of the setup path with the least slack || in -> out
|-
| Flip-flop and latch count || 0
|-
| Floorplan die height || 80 um
|-
| Vias in the first global route || 321
|-
| Multiplexer share of the synthesized area || 0
|-
| Sequential Area || 0 um^2
|-
| Leak Pwr || between 0.15 and 0.2 nW
|-
| Worst path slowest cell || sky130_fd_sc_hd__a222oi_1
|-
| Number of max-capacitance violations reported || 0
|-
| Xor+xnor area frac || 0
|-
| Crit path DAT || 870 ps
|-
| Global-route wire length before repair || 1670 um
|-
| Clock buffer cells || 0
|-
| Top post-synthesis cells by area || sky130_fd_sc_hd__a222oi_1 (37%), sky130_fd_sc_hd__a22oi_1 (37%), sky130_fd_sc_hd__nand2_1 (14%)
|-
| Sequential fraction of the synthesis area || 0
|-
| Startpoint kind of the worst setup timing path || input pin
|-
| Final weighted congestion in routability-driven placement || 0.769
|-
| Buffers and inverters on the worst path || 2
|-
| Post-detail-place hpwl || approximately 960 um
|-
| Cell type with the largest total area || sky130_fd_sc_hd__a222oi_1
|-
| Instance tally after logic synthesis || 23
|-
| Via count || 338
|}
==> cell type report <==
type,instances,area (um^2),share of cell area
repair buffers,26,225,0.503
multi-input cells,20,158,0.352
well taps,46,57.6,0.128
inverters,2,7.51,0.0168
==> power by group <==
group	internal, W	switching [W]	total, W
logic	0.000113	0.0000727	0.000186
clock network	0	0	0
registers	0	0	0
total	0.000113	0.0000727	0.000186
==> final timing paths <==
kind                         start    end  slack, ps  depth (start not counted)
worst max-delay path  shift_mag[1]  Op[5]        -70                          4
worst min-delay path         Ip[2]  Op[1]        690                          4
==> what timing repair did <==
action | CTS | global route
hold buffers | 0 | 0
pin swaps | 13 | 1
buffers inserted | 1 | 0
resized | 100 | 4
endpoints found under the setup margin | 8 | 6
==> per-layer routing <==
metal	vias up	routed length (um)	track usage
met5	-	0	0
met4	0	0	0
met3	0	116	0.0114
met2	16	543	0.0554
met1	165	509	0.0402
li1	157	-	-
==> kinds of logic after synthesis <==
kind of cell    after synthesis
compound gates               14
buf+inv                       3
simple gates                  6
==> cell usage in the layout (no fill, tap or decap) <==
cell type                  count
sky130_fd_sc_hd__buf_2        12
sky130_fd_sc_hd__buf_6        10
sky130_fd_sc_hd__a222oi_1      6
sky130_fd_sc_hd__nand2_1       6
sky130_fd_sc_hd__a22oi_1       5
sky130_fd_sc_hd__a22oi_2       3
sky130_fd_sc_hd__buf_8         3
sky130_fd_sc_hd__inv_1         2
sky130_fd_sc_hd__buf_4         1
==> per-stage QoR <==
step / instances / power [W] / setup WS (ps) / cell area [um^2] / utilization
2_1_floorplan: 23 / 0.0000457 / 211 / 161 / -
3_3_place_gp: 93 / 0.000197 / -832 / 448 / 0.131
3_5_place_dp: 93 / 0.000196 / -845 / 448 / 0.131
4_1_cts: 94 / 0.000182 / -64.3 / 433 / 0.127
5_1_grt: 94 / 0.000203 / -123 / 448 / 0.131
6_report: 94 / 0.000186 / -74.4 / 448 / 0.131
==> tightest hold or removal path: cells and delay by family <==
kind / cells / cell delay [ps]
AOI/OAI and AO/OA: 1 / 50
buffers and inverters: 2 / 180
and+or+nand+nor: 1 / 60
Power figures rest on the tool's default switching activity, not on a simulated workload.
